==> /design/flow/design.v <==
module cpu_alu (bus_out, c, d, c_eq_d, s_ov);
input [3:0] c;
input [3:0] d; 
output [3:0] bus_out;
output c_eq_d, s_ov;
wire [3:0] alu_out;
assign bus_out = alu_out;
assign {s_ov, alu_out} = c + d;
assign c_eq_d = c == d;
endmodule
==> /design/flow/run.sh <==
#!/bin/bash
# OpenROAD 26Q1-2900-gdf79404cd8, Yosys 0.63+post, stock flow scripts
make -C /OpenROAD-flow-scripts/flow DESIGN_CONFIG=/design/flow/config.mk WORK_HOME=/design/flow/orfs finish
==> /design/flow/config.mk <==
export PLATFORM = sky130hd
export DESIGN_NAME = cpu_alu
export DESIGN_NICKNAME = cpu_alu
export VERILOG_FILES = /design/flow/design.v
export SDC_FILE = /design/flow/constraint.sdc
export NUM_CORES = 4
export LEC_CHECK = 1
export CORE_AREA = 10 10 70 70
export DIE_AREA = 0 0 80 80
==> /design/flow/constraint.sdc <==
current_design cpu_alu

set clk_period 3.2
set clk_io_pct 0.2

create_clock -name clk0 -period $clk_period

set non_clock_inputs [all_inputs -no_clocks]
set_input_delay [expr $clk_period * $clk_io_pct] -clock clk0 $non_clock_inputs
set_output_delay [expr $clk_period * $clk_io_pct] -clock clk0 [all_outputs]
==> results.json <==
{
  "power.ir.vdd_worst_v": 0.00002041,
  "synth_top_area_share_pct": 35.09,
  "worstPathBufferInverterCount": 3,
  "post_drt_wl_per_cell_um": 7.688,
  "critical_path_peak_fanout": 2,
  "mostFrequentLayoutCell": "sky130_fd_sc_hd__clkdlybuf4s50_1",
  "leading_cell_types_in_the_layout_fill_and_taps_excluded": "sky130_fd_sc_hd__clkdlybuf4s50_1, sky130_fd_sc_hd__inv_1, sky130_fd_sc_hd__ha_1",
  "critical_path.max_stage_delay_ps": 470,
  "finalWorstPathRequiredPeriod_ps": 3049,
  "worstPathRequired_ps": 2560,
  "finalSetupViolations": 0,
  "seqCellArea_um2": 0,
  "antenna_violating_nets_post_route": 0,
  "maxClockFrequency_mhz": 328.0,
  "grt_antenna_before_repair": 0,
  "detail_route.vias_per_cell": 1.935,
  "post-route-period-util_pct": 95.28,
  "synthCells": 17,
  "grt_overflow_total": 0,
  "crit_chain": "clkdlybuf4s50_1 -> ha_1 -> inv_1 -> fa_2 -> nor2b_1 -> o21ai_0 -> nand2b_1 -> clkdlybuf4s50_1",
  "io_pins": 14,
  "yosysTopAreaCell": "sky130_fd_sc_hd__ha_1",
  "synth.distinct_cells": 10,
  "placement_rows": 21,
  "fp.coreArea_mm2": 0.003416,
  "critical_path_class": "input port to output port",
  "worstMarginPinSlew_ps": 291.5,
  "crit_arrival_ps": 2410,
  "tool_warnings": 35,
  "power.static_leakage_nw": 0.1322,
  "critical_path.startpoint_type": "input port",
  "dr.pass1.iters": 2,
  "comb_area_um2": 130.1,
  "synthesis_to_layout_area_growth_pct": 140.4,
  "timing.critical_path.mode_cell": "sky130_fd_sc_hd__clkdlybuf4s50_1",
  "drt_wl_total_um": 592,
  "globalplace.congestion": 0.7405,
  "p_total_uw": 51.46,
  "synthTopCellsByArea": "sky130_fd_sc_hd__ha_1, sky130_fd_sc_hd__fa_1, sky130_fd_sc_hd__xnor2_1",
  "status": "completed",
  "hold_path_class": "input port to output port",
  "drive_above_1_share_pct": 6.452,
  "global_route_wire_length_before_repair_um": 959,
  "finalHoldViolations": 0,
  "fill_cells": 406,
  "number_of_clock_tree_buffers_in_the_layout": 0,
  "timing.slew.headroom_pct": 80.38,
  "dpl.cell_count": 77,
  "die_h_um": 80,
  "synth.avg_cell_area_um2": 8.390,
  "fp_util_pct": 4.176,
  "synth_sequential_area_ratio_pct": 0,
  "yosys.stat.chipArea_um2": 142.6,
  "dr_total_vias": 149,
  "grt_setup_unrepaired": "no",
  "critical_path.top_delay_family": "buffers and inverters",
  "die.size.x_um": 80,
  "io_buffers": 14,
  "vias_in_the_first_global_route": 159,
  "tns_ps": 0,
  "seq_cells": 0,
  "drc": 0,
  "grt_start_max_net_pins": 5,
  "maxSlewViolCount": 0,
  "tally_of_yosys_warning_messages": 0,
  "yosysCellCount": 17,
  "grt_usage_pct": 1.920,
  "drt_first_iter_violations": 3,
  "worst_path_max_delay_cell": "sky130_fd_sc_hd__clkdlybuf4s50_1",
  "cp-end-kind": "output port",
  "layout.cells.non_filler": 77,
  "maxCapViolCount": 0,
  "cts_hold_repair.buffers": 0,
  "synth_area_um2": 142.6,
  "detail_route.antenna_diodes": 0,
  "cellPowerDensity_mw_per_mm2": 150.1,
  "floorplan.die_area_mm2": 0.006400
}
[worst min-delay path: cells and delay by family]
family	cells	cell delay (ps)
buffers and inverters	2	810
adder cells (fa/ha/maj)	1	170
AND/OR/NAND/NOR	1	130
[cells by family after synthesis]
kind of cell,synth area share [%]
xor gates and xnor gates,12.28
adders and majority gates,49.12
AOI/OAI and AO/OA,14.91
and+or+nand+nor,13.17
buffers and inverters,10.52
[metal layers]
layer  part of all wire, %  vias up  routed length, um  global-route usage [%]
met5                     0        -                  0                       0
met4                     0        0                  0                       0
met3                    28        0                166                   2.273
met2                    26       11                156                   2.167
met1                    45       54                269                   2.386
li1                      -       84                  -                       -
[path summary, 6_finish.rpt]
path | cells past startpoint | from | endpoint
worst max-delay path | 8 | d[0] | s_ov
worst min-delay path | 4 | d[3] | s_ov
[report_power, final]
group	internal [mW]	total [mW]	switching, mW
logic	0.0358	0.0515	0.0156
clock network	0	0	0
registers	0	0	0
total	0.0358	0.0515	0.0156
[through the flow]
step,hold WS [ps],area (um^2),setup slack [ps],utilization [%]
after global routing,2435,342.8,25.14,10.04
after global placement,2371,340.3,99.99,9.963
after floorplan,1372,142.6,1129,-
after CTS,2396,340.3,81.66,9.963
final,2389,342.8,151.1,10.04
after detailed placement,2391,340.3,85.72,9.963
[layout make-up]
type,count,share of cell area [%]
timing repair buffer,14,40.88
multi-input combinational,13,37.96
inverter,4,4.380
tap,46,16.79
[cell usage after synthesis]
cell                       number
sky130_fd_sc_hd__o21ai_0        1
sky130_fd_sc_hd__inv_1          4
sky130_fd_sc_hd__a21o_1         1
sky130_fd_sc_hd__xnor2_1        2
sky130_fd_sc_hd__nor4_1         1
sky130_fd_sc_hd__a21oi_2        1
sky130_fd_sc_hd__nand2b_1       1
sky130_fd_sc_hd__fa_1           1
sky130_fd_sc_hd__ha_1           4
sky130_fd_sc_hd__nor2b_1        1
[what timing repair did]
action,4_1_cts,5_1_grt
buffers inserted,0,0
gates resized,0,1
endpoints found under the setup margin,0,1
